`flow/run.sh`:
```
#!/bin/bash
# OpenROAD 26Q1-2900-gdf79404cd8, Yosys 0.63+post, stock flow scripts
make -C /OpenROAD-flow-scripts/flow DESIGN_CONFIG=/design/flow/config.mk WORK_HOME=/design/flow/orfs finish
```
`flow/config.mk`:
```
export PLATFORM = sky130hd
export DESIGN_NAME = Data_Memory
export DESIGN_NICKNAME = Data_Memory
export VERILOG_FILES = /design/flow/design.v
export SDC_FILE = /design/flow/constraint.sdc
export NUM_CORES = 4
export LEC_CHECK = 1
export CORE_UTILIZATION = 30
```
`flow/constraint.sdc`:
```
current_design Data_Memory

set clk_period 53.6
set clk_io_pct 0.2

create_clock -name clk0 -period $clk_period [get_ports {clk}]

set non_clock_inputs [all_inputs -no_clocks]
set_input_delay [expr $clk_period * $clk_io_pct] -clock clk0 $non_clock_inputs
set_output_delay [expr $clk_period * $clk_io_pct] -clock clk0 [all_outputs]
```
`flow/design.v`:
```
module Data_Memory
#
(
	parameter	MEMORY_DEPTH = 64,
	parameter 	DATA_WIDTH = 32
)
(
	input 								clk,
	input 								Write_Enable,
	input 								Read_Enable,
	input 	[(DATA_WIDTH-1):0]	Write_Data,
	input		[(DATA_WIDTH-1):0] 	Address,
	output 	[(DATA_WIDTH-1):0] 	Read_Data
);
	reg 	[DATA_WIDTH-1:0] 	ram[MEMORY_DEPTH-1:0];
	reg 	[DATA_WIDTH-1:0] 	Address_reg;
	wire  [(DATA_WIDTH-3):0] CurrAddr;
   assign CurrAddr=Address[(DATA_WIDTH-1):2]; 
	always @ (posedge clk) begin
		if (Write_Enable) begin
			ram[CurrAddr] <= Write_Data;  
		end
	end
assign Read_Data = ram[CurrAddr]; 
endmodule
```
==> impl_metrics.env <==
# flow metrics
export IMPL_port_buffers=71
export IMPL_syn_inst=4207
export IMPL_clockBufferDepth=3
export IMPL_synth_cell_types=55
export IMPL_slew_viol_final=0
export IMPL_syn_cell_area_um2=78300
export IMPL_crit_chain="buf_8, buf_4, buf_4, buf_4, mux4_2, mux2i_1, nor2_1, or4b_1, or4_1, clkdlybuf4s50_1"
export IMPL_path_buffers=5
export IMPL_fp_util_pct=30.2
export IMPL_chip_area_um2=263000
export IMPL_relSlewSlack_pct=34.9
export IMPL_grt_max_degree=65
export IMPL_slowest_delay_ns=0.71
export IMPL_synthFlopType="edfxtp_1"
export IMPL_core_area_um2=259000
export IMPL_first_global_vias=43600
export IMPL_syn_to_final_growth_pct=14.7
export IMPL_synthArstFlopShare_pct=0
export IMPL_outcome="completed"
export IMPL_required_ns=42.88
export IMPL_drt_wl_total_mm=209
export IMPL_max_cap_viol_count=0
export IMPL_crit_type="input pin to output port"
export IMPL_clock_sinks=2048
export IMPL_layout_min_cycle_time_ns=26.62
export IMPL_place_congestion=0.860
export IMPL_drt_first_iter_violations=2583
export IMPL_cp_arrival_ns=15.90
export IMPL_cts_tree="yes"
export IMPL_layout_top_cell="edfxtp_1"
export IMPL_lay_top_cells="2048 x edfxtp_1, 259 x mux2i_1, 198 x clkbuf_16"
export IMPL_vdd_drop_max_mv=0.0376
export IMPL_top_regs="ram (2048)"
export IMPL_top_cell_area_share_pct=78.6
export IMPL_antenna_found_initial=11
export IMPL_ys_cells=4207
export IMPL_routedWlPerCell_um=26.4
export IMPL_vias=41400
export IMPL_cts_setup_buffers=0
export IMPL_fin_setup_tns_ns=0
export IMPL_holdPathEnd="ram[40][19]$_DFFE_PP_"
export IMPL_rows=187
export IMPL_power_frac_comb_pct=5.4
export IMPL_rsz0062_at_grt="false"
export IMPL_min_path_cells=1
export IMPL_cts_reportedPaths_clkPinSlew_ns=0.06
export IMPL_dpl_cell_count=7578
export IMPL_die_width_um=513
export IMPL_syn_avg_cell_area_um2=18.6
export IMPL_seq_power_share_pct=54.7
export IMPL_slowest_stage="or4_1"
export IMPL_root_buffer="clkbuf_16"
export IMPL_drtAntennaViolNets=0
export IMPL_internal_power_mw=2.55
export IMPL_cts_max_level=4
export IMPL_drcViolationCount=0
export IMPL_max_slew_worst_pin_slew_ns=0.952
export IMPL_top_cells_by_area="edfxtp_1 79%, mux2i_1 3.3%, mux4_2 2.8%, mux2_2 2.1%, a221oi_1 2.0%"
export IMPL_power_leakage_nw=28.1
export IMPL_power_density_nw_per_um2=36.2
export IMPL_io_pins=99
export IMPL_fmax_mhz=37.6
export IMPL_ys_area_um2=78300
export IMPL_cts_buffers_inserted=192
export IMPL_first_pass_iters=6
export IMPL_swShare_pct=21.4
export IMPL_enable_flop_cells=2048
export IMPL_crit_top_cell="buf_4"
export IMPL_synth_warnings=1
export IMPL_synth_seq_share_pct=78.6
export IMPL_synth_flops=2048
export IMPL_p_switching_uw=696
export IMPL_cp_max_fo=52
export IMPL_startpoint_type="input pin"
export IMPL_cpLargestDelayFamily="buffers and inverters"
export IMPL_min_path_type="input pin to flop"
export IMPL_drive_above_1_share_pct=17.9
export IMPL_grt_pass1_wl_mm=302
export IMPL_stage_log_warnings=53
export IMPL_final_cells=7929
export IMPL_hold_viol_final=0
export IMPL_yosysTopAreaCell="edfxtp_1"
export IMPL_worst_setup_path_end_kind="output port"
export IMPL_gr_total_overflow=0
export IMPL_min_delay_start="Write_Data[19]"
export IMPL_setup_viol=0
export IMPL_grt_use_total_pct=16.9
export IMPL_fp_dieH_um=513
export IMPL_via_per_inst=5.22
export IMPL_power_frac_clock_pct=39.9
export IMPL_cts_resized=0
export IMPL_largest_reg_flops=2048
export IMPL_ctsHoldBuffers=0
export IMPL_total_power_mw=3.25
export IMPL_dp_hpwl_mm=117
export IMPL_finalCritPeriodShare_pct=49.7
export IMPL_top_register="ram"
area by class of cell:
type | count | area (um2)
Antenna cell | 1 | 2.50
Clock buffer | 259 | 5180
Clock inverter | 91 | 728
Fill cell | 23600 | 170000
Inverter | 2 | 15.0
Multi-Input combinational cell | 1859 | 16000
Sequential cell | 2048 | 61500
Tap cell | 3402 | 4260
Timing Repair Buffer | 267 | 2040
synth_stat cells (14+ instances only):
| cell type | instances |
|---|---|
| a2111oi_0 | 15 |
| a211oi_1 | 17 |
| a21oi_1 | 121 |
| a221o_1 | 15 |
| a221oi_1 | 175 |
| a222oi_1 | 16 |
| a22o_1 | 66 |
| a22oi_1 | 188 |
| a31oi_1 | 43 |
| and3_1 | 85 |
| buf_1 | 33 |
| buf_2 | 83 |
| clkbuf_1 | 168 |
| edfxtp_1 | 2048 |
| mux2_2 | 147 |
| mux2i_1 | 259 |
| mux4_2 | 96 |
| nand2_1 | 28 |
| nand2b_1 | 18 |
| nand3_1 | 54 |
| nor2_1 | 145 |
| nor3_1 | 22 |
| nor4_1 | 14 |
| o21ai_0 | 84 |
| o22a_1 | 70 |
| o22ai_1 | 93 |
| o2bb2ai_1 | 15 |
| or4_1 | 15 |
| or4b_1 | 14 |
worst max-delay path by stage:
stage     startpoint       endpoint  slack, ns  cells past startpoint
6_report  Address[4]  Read_Data[25]      26.98                     10
4_1_cts   Address[4]  Read_Data[23]      26.84                     10
5_1_grt   Address[4]  Read_Data[23]      26.81                     10
routing by layer:
layer | part of all wire, % | vias to the layer above | track usage (%)
met4 | 3.2 | 16 | 4.54
met1 | 34 | 20700 | 19.0
met2 | 47 | 2468 | 25.4
met5 | 0.26 | - | 1.39
met3 | 16 | 357 | 12.7
li1 | - | 17900 | -
cells by family after synthesis:
| kind of cell | synth area share [%] |
|---|---|
| mux | 8.19 |
| buf+inv | 1.70 |
| compound gates | 8.73 |
| simple gates | 2.83 |
| flops | 78.6 |
power groups by stage:
| stage | Clock [mW] | Sequential, mW | Combinational, mW |
|---|---|---|---|
| after CTS | 1.31 | 1.78 | 0.178 |
| after global routing | 1.37 | 1.78 | 0.190 |
| final | 1.29 | 1.78 | 0.176 |
through the flow:
stage | instance area [um2] | hold WS [ns] | worst slack [ns] | util [%]
after floorplan | 78300 | 10.82 | 30.05 | -
final | 89800 | 10.14 | 26.98 | 34.6
after detailed placement | 83900 | 10.97 | 26.85 | 32.3
after global placement | 83900 | 10.97 | 26.81 | 32.3
after CTS | 89800 | 10.09 | 26.84 | 34.6
after global routing | 89800 | 10.12 | 26.81 | 34.6
Power figures rest on the tool's default switching activity, not on a simulated workload.
