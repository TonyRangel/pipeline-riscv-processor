==> flow/config.mk <==
export PLATFORM = sky130hd
export DESIGN_NAME = Reg_File
export DESIGN_NICKNAME = Reg_File
export VERILOG_FILES = /design/flow/design.v
export SDC_FILE = /design/flow/constraint.sdc
export NUM_CORES = 4
export LEC_CHECK = 1
export CORE_UTILIZATION = 40
==> flow/run.sh <==
#!/bin/bash
# OpenROAD 26Q1-2900-gdf79404cd8, Yosys 0.63+post, stock flow scripts
make -C /OpenROAD-flow-scripts/flow DESIGN_CONFIG=/design/flow/config.mk WORK_HOME=/design/flow/orfs finish
==> flow/design.v <==
module Decoder_Onehot
(
	input			[4:0]		Write_Register,
	output reg	[31:0]	one_hot
);
	always@(*) begin
		case (Write_Register)
			0	:	one_hot = 32'b00000000_00000000_00000000_00000001;
			1	:	one_hot = 32'b00000000_00000000_00000000_00000010;
			2	:	one_hot = 32'b00000000_00000000_00000000_00000100;
			3	:	one_hot = 32'b00000000_00000000_00000000_00001000;
			4	:	one_hot = 32'b00000000_00000000_00000000_00010000;
			5	:	one_hot = 32'b00000000_00000000_00000000_00100000;
			6	:	one_hot = 32'b00000000_00000000_00000000_01000000;
			7	:	one_hot = 32'b00000000_00000000_00000000_10000000;
			8	:	one_hot = 32'b00000000_00000000_00000001_00000000;
			9	:	one_hot = 32'b00000000_00000000_00000010_00000000;
			10	:	one_hot = 32'b00000000_00000000_00000100_00000000;
			11	:	one_hot = 32'b00000000_00000000_00001000_00000000;
			12	:	one_hot = 32'b00000000_00000000_00010000_00000000;
			13	:	one_hot = 32'b00000000_00000000_00100000_00000000;
			14	:	one_hot = 32'b00000000_00000000_01000000_00000000;
			15	:	one_hot = 32'b00000000_00000000_10000000_00000000;
			16	:	one_hot = 32'b00000000_00000001_00000000_00000000;
			17	:	one_hot = 32'b00000000_00000010_00000000_00000000;
			18	:	one_hot = 32'b00000000_00000100_00000000_00000000;
			19	:	one_hot = 32'b00000000_00001000_00000000_00000000;
			20	:	one_hot = 32'b00000000_00010000_00000000_00000000;
			21	:	one_hot = 32'b00000000_00100000_00000000_00000000;
			22	:	one_hot = 32'b00000000_01000000_00000000_00000000;
			23	:	one_hot = 32'b00000000_10000000_00000000_00000000;
			24	:	one_hot = 32'b00000001_00000000_00000000_00000000;
			25	:	one_hot = 32'b00000010_00000000_00000000_00000000;
			26	:	one_hot = 32'b00000100_00000000_00000000_00000000;
			27	:	one_hot = 32'b00001000_00000000_00000000_00000000;
			28	:	one_hot = 32'b00010000_00000000_00000000_00000000;
			29	:	one_hot = 32'b00100000_00000000_00000000_00000000;
			30	:	one_hot = 32'b01000000_00000000_00000000_00000000;
			31	:	one_hot = 32'b10000000_00000000_00000000_00000000;
		endcase
	end	
endmodule
module Mux #(parameter WIDTH = 32)(
input [4:0]       Sel,
input [WIDTH-1:0] Din0, 
input [WIDTH-1:0] Din1,
input [WIDTH-1:0] Din2,
input [WIDTH-1:0] Din3,
input [WIDTH-1:0] Din4,
input [WIDTH-1:0] Din5,
input [WIDTH-1:0] Din6,
input [WIDTH-1:0] Din7,
input [WIDTH-1:0] Din8,
input [WIDTH-1:0] Din9,
input [WIDTH-1:0] Din10,
input [WIDTH-1:0] Din11,
input [WIDTH-1:0] Din12,
input [WIDTH-1:0] Din13,
input [WIDTH-1:0] Din14,
input [WIDTH-1:0] Din15,
input [WIDTH-1:0] Din16,
input [WIDTH-1:0] Din17,
input [WIDTH-1:0] Din18,
input [WIDTH-1:0] Din19,
input [WIDTH-1:0] Din20,
input [WIDTH-1:0] Din21,
input [WIDTH-1:0] Din22,
input [WIDTH-1:0] Din23,
input [WIDTH-1:0] Din24,
input [WIDTH-1:0] Din25,
input [WIDTH-1:0] Din26,
input [WIDTH-1:0] Din27,
input [WIDTH-1:0] Din28,
input [WIDTH-1:0] Din29,
input [WIDTH-1:0] Din30,
input [WIDTH-1:0] Din31,
output reg [WIDTH-1:0] Dout );
always @ (*) begin
    case(Sel)
	     5'b00000    : Dout = Din0;
		  5'b00001    : Dout = Din1;
		  5'b00010    : Dout = Din2;
		  5'b00011    : Dout = Din3;
		  5'b00100    : Dout = Din4;
		  5'b00101    : Dout = Din5;
		  5'b00110    : Dout = Din6;
		  5'b00111    : Dout = Din7;
		  5'b01000    : Dout = Din8;
		  5'b01001    : Dout = Din9;
		  5'b01010    : Dout = Din10;
		  5'b01011    : Dout = Din11;
		  5'b01100    : Dout = Din12;
		  5'b01101    : Dout = Din13;
		  5'b01110    : Dout = Din14;
		  5'b01111    : Dout = Din15;
		  5'b10000    : Dout = Din16;
		  5'b10001    : Dout = Din17;
		  5'b10010    : Dout = Din18;
		  5'b10011    : Dout = Din19;
		  5'b10100    : Dout = Din20;
		  5'b10101    : Dout = Din21;
		  5'b10110    : Dout = Din22;
		  5'b10111    : Dout = Din23;
		  5'b11000    : Dout = Din24;
		  5'b11001    : Dout = Din25;
		  5'b11010    : Dout = Din26;
		  5'b11011    : Dout = Din27;
		  5'b11100    : Dout = Din28;
		  5'b11101    : Dout = Din29;
		  5'b11110    : Dout = Din30;
		  5'b11111    : Dout = Din31;
    endcase
end      
endmodule
module Reg_File # (parameter ADDR_WIDTH=5, parameter DATA_WIDTH=32)
	(
	input [ADDR_WIDTH-1:0] A1, A2, A3,
	input rst, clk,
	input WE3, 
	input [DATA_WIDTH-1:0] WD3, 
	output [DATA_WIDTH-1:0]RD1, RD2
	);
wire [DATA_WIDTH-1:0] q [DATA_WIDTH-1:0];
wire [DATA_WIDTH-1:0] one_hot;
Decoder_Onehot dec (.Write_Register(A3), .one_hot(one_hot) );
Reg_param zero (.rst(rst), .clk(clk), .enable(one_hot[0]  & WE3 ), .D(0),   .Q(q[0]));
Reg_param ra   (.rst(rst), .clk(clk), .enable(one_hot[1]  & WE3 ), .D(WD3), .Q(q[1]));
Reg_param #(.reset_value(32'h7fffeffc)) sp   (.rst(rst), .clk(clk), .enable(one_hot[2]  & WE3),  .D(WD3), .Q(q[2]));
Reg_param gp   (.rst(rst), .clk(clk), .enable(one_hot[3]  & WE3),  .D(WD3), .Q(q[3]));
Reg_param tp   (.rst(rst), .clk(clk), .enable(one_hot[4]  & WE3),  .D(WD3), .Q(q[4]));
Reg_param t0   (.rst(rst), .clk(clk), .enable(one_hot[5]  & WE3),  .D(WD3), .Q(q[5]));
Reg_param t1   (.rst(rst), .clk(clk), .enable(one_hot[6]  & WE3),  .D(WD3), .Q(q[6]));
Reg_param t2   (.rst(rst), .clk(clk), .enable(one_hot[7]  & WE3),  .D(WD3), .Q(q[7]));
Reg_param s0   (.rst(rst), .clk(clk), .enable(one_hot[8]  & WE3),  .D(WD3), .Q(q[8]));
Reg_param s1   (.rst(rst), .clk(clk), .enable(one_hot[9]  & WE3),  .D(WD3), .Q(q[9]));
Reg_param a0   (.rst(rst), .clk(clk), .enable(one_hot[10] & WE3), .D(WD3), .Q(q[10]));
Reg_param a1   (.rst(rst), .clk(clk), .enable(one_hot[11] & WE3), .D(WD3), .Q(q[11]));
Reg_param a2   (.rst(rst), .clk(clk), .enable(one_hot[12] & WE3), .D(WD3), .Q(q[12]));
Reg_param a3   (.rst(rst), .clk(clk), .enable(one_hot[13] & WE3), .D(WD3), .Q(q[13]));
Reg_param a4   (.rst(rst), .clk(clk), .enable(one_hot[14] & WE3), .D(WD3), .Q(q[14]));
Reg_param a5   (.rst(rst), .clk(clk), .enable(one_hot[15] & WE3), .D(WD3), .Q(q[15]));
Reg_param a6   (.rst(rst), .clk(clk), .enable(one_hot[16] & WE3), .D(WD3), .Q(q[16]));
Reg_param a7   (.rst(rst), .clk(clk), .enable(one_hot[17] & WE3), .D(WD3), .Q(q[17]));
Reg_param s2   (.rst(rst), .clk(clk), .enable(one_hot[18] & WE3), .D(WD3), .Q(q[18]));
Reg_param s3   (.rst(rst), .clk(clk), .enable(one_hot[19] & WE3), .D(WD3), .Q(q[19]));
Reg_param s4   (.rst(rst), .clk(clk), .enable(one_hot[20] & WE3), .D(WD3), .Q(q[20]));
Reg_param s5   (.rst(rst), .clk(clk), .enable(one_hot[21] & WE3), .D(WD3), .Q(q[21]));
Reg_param s6   (.rst(rst), .clk(clk), .enable(one_hot[22] & WE3), .D(WD3), .Q(q[22]));
Reg_param s7   (.rst(rst), .clk(clk), .enable(one_hot[23] & WE3), .D(WD3), .Q(q[23]));
Reg_param s8   (.rst(rst), .clk(clk), .enable(one_hot[24] & WE3), .D(WD3), .Q(q[24]));
Reg_param s9   (.rst(rst), .clk(clk), .enable(one_hot[25] & WE3), .D(WD3), .Q(q[25]));
Reg_param s10   (.rst(rst), .clk(clk), .enable(one_hot[26] & WE3), .D(WD3), .Q(q[26]));
Reg_param s11   (.rst(rst), .clk(clk), .enable(one_hot[27] & WE3), .D(WD3), .Q(q[27]));
Reg_param t3   (.rst(rst), .clk(clk), .enable(one_hot[28] & WE3), .D(WD3), .Q(q[28]));
Reg_param t4   (.rst(rst), .clk(clk), .enable(one_hot[29] & WE3), .D(WD3), .Q(q[29]));
Reg_param t5   (.rst(rst), .clk(clk), .enable(one_hot[30] & WE3), .D(WD3), .Q(q[30]));
Reg_param t6   (.rst(rst), .clk(clk), .enable(one_hot[31] & WE3), .D(WD3), .Q(q[31]));
Mux Mux1to32_1 (
						  .Sel(A1),
						  .Din0(q[0]), 
						  .Din1(q[1]),
						  .Din2(q[2]),
						  .Din3(q[3]),
						  .Din4(q[4]),
						  .Din5(q[5]),
						  .Din6(q[6]),
						  .Din7(q[7]),
						  .Din8(q[8]),
						  .Din9(q[9]),
						  .Din10(q[10]),
						  .Din11(q[11]),
						  .Din12(q[12]),
						  .Din13(q[13]),
						  .Din14(q[14]),
						  .Din15(q[15]),
						  .Din16(q[16]),
						  .Din17(q[17]),
						  .Din18(q[18]),
						  .Din19(q[19]),
						  .Din20(q[20]),
						  .Din21(q[21]),
						  .Din22(q[22]),
						  .Din23(q[23]),
						  .Din24(q[24]),
						  .Din25(q[25]),
						  .Din26(q[26]),
						  .Din27(q[27]),
						  .Din28(q[28]),
						  .Din29(q[29]),
						  .Din30(q[30]),
						  .Din31(q[31]),
						  .Dout(RD1) 
					);
Mux Mux1to32_2 (
						  .Sel(A2),
						  .Din0(q[0]), 
						  .Din1(q[1]),
						  .Din2(q[2]),
						  .Din3(q[3]),
						  .Din4(q[4]),
						  .Din5(q[5]),
						  .Din6(q[6]),
						  .Din7(q[7]),
						  .Din8(q[8]),
						  .Din9(q[9]),
						  .Din10(q[10]),
						  .Din11(q[11]),
						  .Din12(q[12]),
						  .Din13(q[13]),
						  .Din14(q[14]),
						  .Din15(q[15]),
						  .Din16(q[16]),
						  .Din17(q[17]),
						  .Din18(q[18]),
						  .Din19(q[19]),
						  .Din20(q[20]),
						  .Din21(q[21]),
						  .Din22(q[22]),
						  .Din23(q[23]),
						  .Din24(q[24]),
						  .Din25(q[25]),
						  .Din26(q[26]),
						  .Din27(q[27]),
						  .Din28(q[28]),
						  .Din29(q[29]),
						  .Din30(q[30]),
						  .Din31(q[31]),
						  .Dout(RD2) 
					);
endmodule
module Reg_param #(
parameter width=32,
parameter reset_value = 0
) 
(
input rst, clk, enable,
input [width-1:0]D,
output reg [width-1:0]Q);
always@(posedge rst, posedge clk) begin
	 if(rst==1)
		    Q  <= reset_value;
	 else if(enable==1)
		      Q <= D;
			else
			   Q <= Q;
	end
endmodule
==> flow/constraint.sdc <==
current_design Reg_File

set clk_period 11.0
set clk_io_pct 0.2

create_clock -name clk0 -period $clk_period [get_ports {clk}]

set non_clock_inputs [all_inputs -no_clocks]
set_input_delay [expr $clk_period * $clk_io_pct] -clock clk0 $non_clock_inputs
set_output_delay [expr $clk_period * $clk_io_pct] -clock clk0 [all_outputs]
==> flow_metrics.env <==
# flow metrics
export IMPL_cts_tree="yes"
export IMPL_hold_depth=1
export IMPL_postCtsHoldBufs=0
export IMPL_yosys_stat_cells=4209
export IMPL_numCtsBuffers=108
export IMPL_port_buffers=113
export IMPL_vdd_drop_max_mv=0.1389
export IMPL_async_flop_share_pct=100.0
export IMPL_crit_top_cell="buf_4"
export IMPL_place_congestion=1.078
export IMPL_n_fill_cell=11124
export IMPL_ys_warn_count=5
export IMPL_start_kind="input port"
export IMPL_final_common_cell="mux2_2"
export IMPL_die_y_um=356.8
export IMPL_pre_cts_ws_ns=2.486
export IMPL_dp_hpwl_um=153800
export IMPL_topCellsByArea="dfrtp_1 (48%), mux2_2 (23%), a22oi_1 (9.1%), and3_1 (3.0%), clkbuf_1 (2.3%)"
export IMPL_edf_count=0
export IMPL_overflow=0
export IMPL_power_mw=10.62
export IMPL_cp_max_fo=32
export IMPL_arrival_ns=6.60
export IMPL_power_leakage_nw=25.62
export IMPL_drt_iter0_drc=5705
export IMPL_hold_viol_final=0
export IMPL_die_area_mm2=0.1273
export IMPL_slowest_stage="a2111oi_0"
export IMPL_path_cells="buf_4 -> buf_4 -> buf_4 -> and3b_1 -> buf_4 -> and3_1 -> a2111oi_0 -> nand4_1 -> or4_1 -> clkdlybuf4s50_1"
export IMPL_rows=129
export IMPL_status="finished, final reports clean"
export IMPL_maxSlewViolCount=0
export IMPL_reg2reg_depth=1
export IMPL_timing_fmax_ghz=0.1137
export IMPL_ant_nets=0
export IMPL_slew_headroom_pct=22.43
export IMPL_die_w_um=356.8
export IMPL_cts_setup_buffers=0
export IMPL_clkPwrFrac_pct=37.2
export IMPL_avgSynthCellArea_um2=11.96
export IMPL_grt_usage_pct=40.61
export IMPL_ff_type="dfrtp_1"
export IMPL_area_delta_synth_final_pct=14.57
export IMPL_synthDistinctLibCells=60
export IMPL_routed_wl_um=249100
export IMPL_setup_viol=0
export IMPL_viasPerCell=7.256
export IMPL_coreArea_mm2=0.1243
export IMPL_crit_cells=10
export IMPL_post_cts_resized=0
export IMPL_p_seq_share_pct=48.2
export IMPL_timing_final_crit_share_pct=79.96
export IMPL_stdcell_count=5951
export IMPL_critPathKind="in2out"
export IMPL_period_needed_ns=8.796
export IMPL_cp_required_ns=8.80
export IMPL_synth_top_cell_area_share_pct=47.92
export IMPL_power_density_mw_per_mm2=184.2
export IMPL_log_warning_count=36
export IMPL_skew_ns=0
export IMPL_path_buffers=5
export IMPL_fp_util_pct=40.50
export IMPL_p_int_mw=7.544
export IMPL_ys_seq_share_pct=49.38
export IMPL_layout_setup_ws_ns=2.204
export IMPL_htreeDepth=3
export IMPL_syn_inst=4209
export IMPL_root_buffer="clkbuf_16"
export IMPL_ys_area_mm2=0.05034
export IMPL_p_sw_share_pct=28.99
export IMPL_grt_first_pass_wirelength_um=342700
export IMPL_grt_max_degree=120
export IMPL_endpoint_kind="primary output"
export IMPL_clockBufferDepth=3
export IMPL_ys_ff=992
export IMPL_slowest_delay_ns=0.76
export IMPL_share_comb_of_total_power_pct=14.7
export IMPL_cap_viol_max_count=0
export IMPL_insertion_delay_ns=0.71
export IMPL_cts_clk_slew_worst_paths_ns=0.06
export IMPL_p_switching_mw=3.080
export IMPL_wl_per_cell_um=41.85
export IMPL_mostFrequentLayoutCells="mux2_2 (1023), dfrtp_1 (964), a22oi_1 (608)"
export IMPL_vias=43182
export IMPL_syn_cell_area_mm2=0.05034
export IMPL_placedCellCount=5730
export IMPL_hp_class="reg2reg"
export IMPL_drtPass1Iterations=9
export IMPL_grt_pass1_vias=41887
export IMPL_worst_slew_pin_slew_ns=1.160
export IMPL_detail_route_drc_violations=0
export IMPL_yosysTopAreaCell="dfrtp_1"
export IMPL_cp_top_family="buffers and inverters"
export IMPL_antenna_found_initial=18
export IMPL_io_pins=114
export IMPL_rsz0062_at_grt="no"
export IMPL_drive_above_1_share_pct=36.37
export IMPL_cts_sinks=992
metrics by stage:
stage	TNS [ns]	area (um2)	util [%]	hold WS, ns
after global routing	0	57630	46.37	0.5234
after global placement	0	53820	43.30	0.4883
final	0	57670	46.41	0.5078
after CTS	0	57630	46.37	0.5074
after floorplan	-4695.22	50340	-	0.4793
after detailed placement	0	53820	43.30	0.4934
synth_stat cells, drive strengths merged, types with 28 or more instances:
master,instances
a22oi,608
clkbuf,305
nand3,107
nor2,79
buf,123
nand4,125
dfrtp,964
mux2,1023
or4,53
a2111oi,83
a21oi,29
mux2i,57
a22o,32
dfstp,28
nand2,91
and3,242
final timing paths:
kind / from / slack [ns] / to
setup / recovery: A1[4] / 2.20 / RD1[31]
hold / removal: s9.Q[30] / 0.51 / s9.Q[30]
setup reg to reg: a1.Q[27] / 9.99 / a1.Q[27]
hold reg to reg: s9.Q[30] / 0.51 / s9.Q[30]
max in group asynchronous: rst / 6.84 / t1.Q[8]
min in group asynchronous: rst / 2.07 / a3.Q[29]
power by group through the flow:
stage	Sequential, mW	Combinational (mW)	Clock (mW)
finish	5.12	1.56	3.95
global route	5.17	1.64	4.11
CTS	5.07	1.52	3.97
layout make-up:
type / instances / area (um2) / area share [%]
flip-flops and latches: 992 / 24860 / 43.10
multi-input cells: 2781 / 24270 / 42.08
clock buffers: 159 / 3138 / 5.441
repair buffers: 312 / 2605 / 4.517
well taps: 1637 / 2048 / 3.551
clock inverters: 43 / 670.6 / 1.163
diodes: 19 / 47.55 / 0.08244
inverters: 8 / 33.78 / 0.05857
routing by layer:
metal	routed length [um]	part of all wire [%]	vias to the layer above	track usage (%)
met5	411	0.17	-	1.815
met4	18970	7.6	19	21.58
met3	42650	17	1239	25.41
met2	98050	39	3979	52.67
met1	88980	36	21590	52.63
li1	-	-	16355	-
cell families after synthesis:
family | Yosys count | synth area share, %
multiplexers | 1086 | 24.29
AND-OR/OR-AND | 863 | 13.19
buffers and inverters | 436 | 3.552
AND/OR/NAND/NOR | 832 | 9.594
flip-flops | 992 | 49.38
Power figures rest on the tool's default switching activity, not on a simulated workload.
